## ./design.v

```verilog
`timescale 1ns / 1ps
module fulladder1(
input a,
input b,
input cin,
output sum,
output cout
    );
    assign sum=a^b^cin;
    assign cout=(a&b)|(b&cin)|(cin&a);
endmodule
module addsub(
    input [3:0]A,
    input [3:0]B,
    input m,
    output [3:0]S,
    output ca_out
    );
    wire [3:0]bx;
    wire [2:0]carry;
    assign bx[0]=B[0]^m;
    assign bx[1]=B[1]^m;
    assign bx[2]=B[2]^m;
    assign bx[3]=B[3]^m;
    fulladder1 FA0(.a(A[0]),.b(bx[0]),.cin(m),.sum(S[0]),.cout(carry[0]));
    fulladder1 FA1(.a(A[1]),.b(bx[1]),.cin(carry[0]),.sum(S[1]),.cout(carry[1]));
    fulladder1 FA2(.a(A[2]),.b(bx[2]),.cin(carry[1]),.sum(S[2]),.cout(carry[2]));
    fulladder1 FA3(.a(A[3]),.b(bx[3]),.cin(carry[2]),.sum(S[3]),.cout(ca_out));
endmodule
```

## ./run.sh

```bash
#!/bin/bash
# OpenROAD 26Q1-2900-gdf79404cd8, Yosys 0.63+post, stock flow scripts
make -C /OpenROAD-flow-scripts/flow DESIGN_CONFIG=/design/flow/config.mk WORK_HOME=/design/flow/orfs finish
```

## ./config.mk

```make
export PLATFORM = sky130hd
export DESIGN_NAME = addsub
export DESIGN_NICKNAME = addsub
export VERILOG_FILES = /design/flow/design.v
export SDC_FILE = /design/flow/constraint.sdc
export NUM_CORES = 4
export LEC_CHECK = 1
export CORE_AREA = 10 10 70 70
export DIE_AREA = 0 0 80 80
```

## ./constraint.sdc

```tcl
current_design addsub

set clk_period 4.7
set clk_io_pct 0.2

create_clock -name clk0 -period $clk_period

set non_clock_inputs [all_inputs -no_clocks]
set_input_delay [expr $clk_period * $clk_io_pct] -clock clk0 $non_clock_inputs
set_output_delay [expr $clk_period * $clk_io_pct] -clock clk0 [all_outputs]
```

==> impl_metrics.toml <==
# flow metrics
[routing]
vias = 125
diodes = 0
ant_nets = 0
drt-pass1-iter-count = 1
drt_first_iter_violations = 0
wl_per_cell_microns = 7.361
route.detailed.drc = 0
wirelength_microns = 530
viasPerCell = 1.736

[grt]
grt_usage_pct = 1.531
antenna_found_initial = 0
grt_start_max_net_pins = 5
grt_pass1_vias = 142
grt-ovfl-total = 0
grt_first_pass_wirelength_microns = 745

[critical_path]
crit_path_start_kind = "input port"
cp-end-kind = "output port"
arrival_ps = 3420
critPathKind = "input port to output port"
crit_fanout = 2
critical_path_required_ps = 3760

[hold_path]
min_path_cells = 3
hold_class = "input port to output port"

[power_and_ir_drop]
comb_power_share_pct = 100.0
p_clk_share_pct = 0
ir_drop_mv = 0.03078
power_frac_seq_pct = 0
p_switching_uw = 12.17
intPower_uw = 27.02
report.power.total_uw = 39.19
cellLeakagePower_uw = 0.0001168
p_per_area_nw_per_um2 = 122.8
swShare_pct = 31.06

[synth]
ys_seq_share_pct = 0
yosysUniqueCellTypes = 6
yosys_warnings = 0
ys_cells = 16
syn_area_sq_um = 151.4
postSynthAreaPerCell_sq_um = 9.462
netlist_instances = 16
ys_area_sq_um = 151.4

[floorplan]
core_area_sq_um = 3416
chip_area_sq_um = 6400
die_h_microns = 80
ioPinCount = 14
rows = 21
die_x_microns = 80
fp_util_pct = 4.432

[clocking]
post_cts_resized = 0
cts_hold_buf = 0
postCtsSetupBuffers = 0

[sta]
hold_ws_ps = 2856
rsz0062_at_grt = "false"
relSlewSlack_pct = 86.18
fin_crit_sh_pct = 92.73
worst_pin_slew_ps = 206.7
tns_ps = 0
period_minus_slack_ps = 4358
max_freq_mhz = 229.5
hold_violations = 0
finalSetupViolCount = 0
drv_slew = 0

[run]
cap_violations = 0
warnings = 35

[finish]
clkbuf_count = 0
ff_latch_area_sq_um = 0
flop-count = 0
final_layout_size_suffix_gt1_share_pct = 3.846
layout.cells.non_filler = 72
syn_to_final_growth_pct = 110.7

[place]
post-place-cells = 72
gp_congestion = 0.7281
port_buffers = 14
dp_hpwl_microns = 527.9

[run_status]
outcome = "complete, no violations"
## power groups by stage
stage / Clock [uW] / Sequential [uW] / Combinational, uW
CTS: 0 / 0 / 40.2
global route: 0 / 0 / 43.7
finish: 0 / 0 / 39.2
## cells by family (layout without fill, tap and decap cells)
group | Yosys count | after routing | share of synthesized area, %
adders and majority gates | 3 | 3 | 39.67
xor gates and xnor gates | 4 | 4 | 23.14
buffers and inverters | 8 | 18 | 29.75
muxes | 1 | 1 | 7.437
## synth_stat cells
cell type	instances	area, sq um
mux2_2	1	11.26
inv_1	4	15.01
buf_4	4	30.03
fa_1	3	60.06
xnor2_1	1	8.760
xor2_1	3	26.28
## area by class of cell
cell class                 count  area, sq um
fill                         408         3097
tap                           46        57.56
multi-input combinational      8        106.4
timing repair buffer          14        140.1
inverter                       4        15.01
## metrics by stage
stage	setup WS, ps	util, %	area [sq um]
global route	248.6	9.341	319.1
detailed placement	335.6	9.341	319.1
CTS	328.9	9.341	319.1
finish	341.9	9.341	319.1
floorplan	1349	-	151.4
global placement	381.3	9.341	319.1
## cell usage in the layout, fill, tap and decap left out, drive strengths merged
cell	count
fa	3
clkdlybuf4s50	14
inv	4
mux2	1
xor2	3
xnor2	1
## worst max-delay path, cell delays in order
cell             delay, ps
clkdlybuf4s50_1        500
mux2_2                 350
fa_1                   350
inv_1                   70
fa_1                   150
inv_1                   50
fa_1                   480
clkdlybuf4s50_1        520
## worst paths after layout
| path | endpoint | start |
|---|---|---|
| worst max-delay path | S[3] | B[0] |
| worst min-delay path | S[0] | A[0] |
## layer usage
metal  track usage [%]  vias up  share of wire [%]
met5                 0        -                  0
met1             2.403       53                 55
met2             1.685       11                 29
met3             1.023        0                 15
li1                  -       61                  -
met4                 0        0                  0
Power is estimated from default activity; no workload was simulated.
