File: flow/design.v
`timescale 1ns / 1ps
module bintobcd(
    input [4:0]inp,
    output [5:0]op
    );
assign op=inp>9?inp+6:inp;
endmodule
File: flow/run.sh
#!/bin/bash
# OpenROAD 26Q1-2900-gdf79404cd8, Yosys 0.63+post, stock flow scripts
make -C /OpenROAD-flow-scripts/flow DESIGN_CONFIG=/design/flow/config.mk WORK_HOME=/design/flow/orfs finish
File: flow/config.mk
export PLATFORM = sky130hd
export DESIGN_NAME = bintobcd
export DESIGN_NICKNAME = bintobcd
export VERILOG_FILES = /design/flow/design.v
export SDC_FILE = /design/flow/constraint.sdc
export NUM_CORES = 4
export LEC_CHECK = 1
export CORE_AREA = 10 10 70 70
export DIE_AREA = 0 0 80 80
File: flow/constraint.sdc
current_design bintobcd

set clk_period 1.2
set clk_io_pct 0.2

create_clock -name clk0 -period $clk_period

set non_clock_inputs [all_inputs -no_clocks]
set_input_delay [expr $clk_period * $clk_io_pct] -clock clk0 $non_clock_inputs
set_output_delay [expr $clk_period * $clk_io_pct] -clock clk0 [all_outputs]
==> out/summary.json <==
{
  "timing": {
    "minimum_setup_slack_in_the_final_design_ns": -0.344,
    "finalSetupViolations": 4,
    "worst_hold_slack_ns": 0.845,
    "min_period_over_period_pct": 129,
    "setup_repair_after_global_routing_missed_its_margin": "true",
    "finalWorstPathRequiredPeriod_ns": 1.54,
    "totalNegativeSetupSlack_ns": -0.724,
    "max_freq_mhz": 648,
    "slew_viol_final": 0,
    "tightestPinTransition_ns": 0.228,
    "timing_hold_violations_final": 0,
    "slew_headroom_pct": 84.8
  },
  "run_status": {
    "violations_in_the_final_reports": "setup timing",
    "run_status": "complete, but fails checks"
  },
  "power": {
    "power.ir.vdd_worst_v": 0.0000461,
    "power.leakage_nw": 0.167,
    "p_total_mw": 0.134,
    "power_density_nw_per_um2": 313
  },
  "finish": {
    "utilization_pct": 12.6,
    "fill_cells": 392,
    "postLayoutCellArea_um2": 429,
    "post_route_cells_drive_above_1_share_pct": 74.4,
    "area_growth_syn_to_layout_pct": 183,
    "num-clock-buffers": 0,
    "logic_area_um2": 218,
    "seq_area_um2": 0,
    "flip_flop_and_latch_count": 0,
    "layout.cells.non_filler": 85
  },
  "route": {
    "total_drc_errors_in_the_routed_layout": 0,
    "diodes": 0,
    "route.detailed.vias_per_inst": 2.81,
    "finalWirelength_um": 716,
    "drt.antenna.violating_nets": 0,
    "drt-wirelength-per-cell_um": 8.42,
    "dr.pass1.iters": 2,
    "route.vias.total": 239,
    "detail_route.iter0.violations": 7
  },
  "floorplan": {
    "top_level_ports": 11,
    "floorplan.initialDensity_pct": 4.43,
    "dieWidth_um": 80,
    "die_height_um": 80,
    "site_row_count": 21,
    "floorplan.core_area_um2": 3420,
    "chip_area_um2": 6400
  },
  "logic_synthesis": {
    "synthesis.yosys.warnings": 0,
    "synth.yosys.chip_area_um2": 151,
    "synthesis.area_per_instance_um2": 6.58,
    "syn-instance-count": 23,
    "synth_sequential_area_ratio_pct": 0,
    "syn_area_um2": 151,
    "yosysTopAreaCellShare_pct": 16.5,
    "cell_type_contributing_the_most_total_cell_area_after_synthesis": "sky130_fd_sc_hd__ha_1",
    "synth_cell_type_count": 13,
    "area_leaders": "sky130_fd_sc_hd__ha_1, sky130_fd_sc_hd__o21ai_0, sky130_fd_sc_hd__nand2b_1",
    "synth.yosys.num_cells": 23
  },
  "worst_setup_path": {
    "timing.critical_path.from_type": "input port",
    "worstPathRequired_ns": 0.96,
    "path_class": "in2out",
    "cp-end-kind": "primary output",
    "worst-path-max-fanout": 4,
    "crit_arrival_ns": 1.30
  },
  "grt": {
    "grt_antenna_before_repair": 0,
    "grt_pass1_vias": 238,
    "wire_length_of_the_first_global_routing_pass_um": 1150,
    "grt_use_total_pct": 2.10,
    "maximum_number_of_pins_on_one_net_before_global_route_repair": 7,
    "grt_remaining_overflow": 0
  },
  "place": {
    "dpl-instance-area_um2": 349,
    "placedCellCount": 84,
    "io_buffers": 11,
    "gpl.final_weighted_congestion": 0.767,
    "place_worst_setup_slack_ns": -1.12,
    "hpwlAfterDp_um": 509
  },
  "job": {
    "stage_log_warnings": 35,
    "drv_cap": 0
  },
  "worst_hold_path": {
    "hold_path.class": "in2out"
  }
}
-- placed cells by master, fill, tap and decap left out, drive strengths merged --
master,synthesis,layout
a21bo,1,1
a21o,1,1
a21oi,2,2
a311oi,2,2
buf,1,14
clkbuf,0,2
clkdlybuf4s50,0,1
ha,2,2
inv,3,3
nand2,1,1
nand2b,3,3
nor2,1,1
nor4b,1,1
o21ai,4,4
or2b,1,1
-- what timing repair did --
| item | 4_1_cts | 5_1_grt |
|---|---|---|
| gates cloned | 0 | 0 |
| resized | 58 | 9 |
| endpoints found under the hold margin | 0 | 0 |
| setup buffers | 2 | 1 |
| pin swaps | 8 | 4 |
| hold buffers | 0 | 0 |
| endpoints found under the setup margin | 6 | 6 |
-- synth_stat cells --
cell / number
sky130_fd_sc_hd__o21ai_0: 4
sky130_fd_sc_hd__buf_4: 1
sky130_fd_sc_hd__nor2_1: 1
sky130_fd_sc_hd__a21o_1: 1
sky130_fd_sc_hd__ha_1: 2
sky130_fd_sc_hd__nand2_1: 1
sky130_fd_sc_hd__a21oi_1: 2
sky130_fd_sc_hd__or2b_1: 1
sky130_fd_sc_hd__nand2b_1: 3
sky130_fd_sc_hd__a21bo_1: 1
sky130_fd_sc_hd__inv_1: 3
sky130_fd_sc_hd__nor4b_1: 1
sky130_fd_sc_hd__a311oi_1: 2
-- metal layers --
metal  wire [um]  part of all wire [%]  global-route usage [%]  vias to the layer above
met5           0                     0                       0                        -
met4           0                     0                       0                        0
met3          56                   7.8                   0.682                        0
met2         295                    41                    3.13                        8
met1         365                    51                    3.03                      116
li1            -                     -                       -                      115
-- final cells by class --
type               instances  share of cell area (%)
repair buffers            17                    30.9
well taps                 46                    13.4
inverters                  3                    4.96
multi-input cells         19                    50.7
-- worst paths after layout --
kind / startpoint / endpoint / slack, ns / cells after the start
hold / removal: inp[4] / op[5] / 0.84 / 4
setup / recovery: inp[2] / op[2] / -0.34 / 8
-- power breakdown --
| part | internal (mW) | switching, mW | total (mW) |
|---|---|---|---|
| combinational | 0.0750 | 0.0591 | 0.134 |
| clock | 0 | 0 | 0 |
| sequential | 0 | 0 | 0 |
| total | 0.0750 | 0.0591 | 0.134 |
-- critical path, cell delays in order --
cell and delay, ns:
sky130_fd_sc_hd__buf_8 0.10, sky130_fd_sc_hd__inv_6 0.05, sky130_fd_sc_hd__ha_4 0.12, sky130_fd_sc_hd__a21bo_4 0.24
sky130_fd_sc_hd__a21o_1 0.19, sky130_fd_sc_hd__buf_6 0.12, sky130_fd_sc_hd__a21oi_2 0.12, sky130_fd_sc_hd__buf_2 0.12
-- kinds of logic (layout without fill, tap and decap cells) --
kind of cell,count (synthesis),after routing,share of synthesized area (%)
AND-OR/OR-AND,10,10,43.0
AND/OR/NAND/NOR,7,7,28.1
buffers and inverters,4,20,12.4
adder cells (fa/ha/maj),2,2,16.5
No activity file was given, so power comes from the tool's default toggle rates.
